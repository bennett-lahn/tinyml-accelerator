==> flow/design.v <==
module pointer #(
    parameter DEPTH = 16384
) (
    input logic clk
    ,input logic reset
    ,input logic reset_ptr
    ,input logic incr_ptr
    ,input logic [$clog2(DEPTH)-1:0] rst_ptr_val
    ,output logic [$clog2(DEPTH)-1:0] ptr
);
    always_ff @(posedge clk) begin
        if (reset) begin
            ptr <= 0;
        end
        else if (reset_ptr) begin
            ptr <= rst_ptr_val;
        end
        else if (incr_ptr) begin
            ptr <= ptr + 1;
        end
    end
endmodule 
==> flow/run.sh <==
#!/bin/bash
# OpenROAD 26Q1-2900-gdf79404cd8, Yosys 0.63+post, stock flow scripts
make -C /OpenROAD-flow-scripts/flow DESIGN_CONFIG=/design/flow/config.mk WORK_HOME=/design/flow/orfs finish
==> flow/config.mk <==
export PLATFORM = sky130hd
export DESIGN_NAME = pointer
export DESIGN_NICKNAME = pointer
export VERILOG_FILES = /design/flow/design.v
export SDC_FILE = /design/flow/constraint.sdc
export NUM_CORES = 4
export LEC_CHECK = 1
export CORE_AREA = 10 10 92 92
export DIE_AREA = 0 0 102 102
==> flow/constraint.sdc <==
current_design pointer

set clk_period 2.2
set clk_io_pct 0.2

create_clock -name clk0 -period $clk_period [get_ports {clk}]

set non_clock_inputs [all_inputs -no_clocks]
set_input_delay [expr $clk_period * $clk_io_pct] -clock clk0 $non_clock_inputs
set_output_delay [expr $clk_period * $clk_io_pct] -clock clk0 [all_outputs]
==> flow_metrics.tcl <==
# yosys + openroad results
set metrics [dict create \
    outcome "finished clean" \
    largest_register_ffs 14 \
    drc 0 \
    antenna_left 0 \
    whs_ns 0.608 \
    ys_seq_share_pct 35.1 \
    cts_hold_buf 0 \
    hold_viol 0 \
    finalMaxSlewViolations 0 \
    max_freq_ghz 0.597 \
    syn_inst 94 \
    area_delta_synth_final_pct 54.8 \
    path_clk_slew_ns 0.06 \
    avgSynthCellArea_sq_um 8.51 \
    drive_above_1_share_pct 6.30 \
    critPathKind "primary input to flop" \
    first_pass_iters 4 \
    area_leaders "dfxtp_1, o21a_1, a21oi_1" \
    instances_no_fill 204 \
    ys.flops 14 \
    cts_tree "yes" \
    dp_hpwl_mm 1.92 \
    layout_top_cell "clkdlybuf4s50_1" \
    utilization_pct 19.2 \
    antenna_found_initial 0 \
    regMostFlops "ptr" \
    yosysTopAreaCell "dfxtp_1" \
    diodes 0 \
    fp_util_pct 12.4 \
    cp.required_ns 2.34 \
    clk_latency_ns 0.24 \
    dieArea_sq_um 10400 \
    root_buffer "clkbuf_8" \
    dr_wl_met3_microns 148 \
    wl_per_cell_microns 11.8 \
    ys_types 24 \
    placed_cells 200 \
    slew_headroom_pct 64.3 \
    pin_count 32 \
    skew_ns 0.00135 \
    gp_congestion 0.797 \
    highest_layer "met4" \
    port_buffers 31 \
    ys_cells 94 \
    hp-class "flop to flop" \
    yosysWarningCount 1 \
    chipWidth_microns 102 \
    max-clock-path-buffers 2 \
    drt_first_iter_violations 38 \
    crit_arrival_ns 1.81 \
    critPathCaptureType "flop" \
    post-cts-setup-buffer-count 0 \
    min_period_ns 1.68 \
    top_area_share_pct 35.1 \
    worstSetupStartpointType "primary input" \
    grt_use_total_pct 4.71 \
    core_sq_um 6460 \
    rows 29 \
    fin_tns_setup_ns 0 \
    htree_levels 1 \
    powerDensity_nw_per_um2 536 \
    vias_per_cell 3.52 \
    grt_pass1_wl_mm 3.88 \
    cts_buffers 3 \
    postCtsResizedCells 0 \
    rsz0062_at_grt "no" \
    met1_length_mm 1.13 \
    netlist_area_sq_um 800 \
    maxCapViolations 0 \
    largest_registers "ptr x14" \
    warnings 25 \
    power_uw 663 \
    finalClockPeriodUsage_pct 76.2 \
    most-common-layout-cells "clkdlybuf4s50_1, dfxtp_1, a21oi_1" \
    grt_pass1_vias 768 \
    finalSetupViolCount 0 \
    vias 719 \
    route.met2.wl_mm 1.13 \
    crit_fanout 8 \
    tightest_slew_ns 0.534 \
    die_y_microns 102 \
    wirelength_mm 2.42 \
    numClockSinks 14 \
    ir_drop_mv 0.153 \
    ys_area_sq_um 800 \
    p_leak_uw 0.000488 \
    grt_max_degree 26 \
    grt_overflow_total 0 \
]
[synthesized netlist by cell type, drive strengths merged]
cell          number
mux2i              4
clkbuf             1
xnor2              6
a21oi             11
buf                2
nand4              4
o21ai              1
nand3              3
or3                1
ha                 1
inv               10
o21a               8
and3               1
dfxtp             14
and4               1
nor3               2
nor4               4
dlymetal6s2s       1
nand2              5
xor2               6
a21o               1
nor2               7
[power by group]
part           switching (uW)  internal (uW)  total (uW)
Sequential               23.6            271         295
Clock                    88.9            158         247
Combinational            39.4           81.8         121
Total                     152            511         663
[per-layer routing]
layer	vias to the layer above	track usage [%]
met4	0	0.542
li1	390	-
met3	2	1.84
met5	-	0
met2	15	7.80
met1	312	5.84
[final cells by class]
class	count	area (sq um)
fill	723	5220
sequential	14	280
tap	77	96.3
multi-input combinational	66	443
inverter	10	37.5
timing repair buffer	33	325
clock buffer	4	55.1
[cell families (layout without fill, tap and decap cells)]
family                     count (synthesis)  count (layout)  synth area share, %
adders and majority gates                  1               1                 1.56
buffers and inverters                     14              47                 9.55
xor gates and xnor gates                  12              12                 13.1
muxes                                      4               4                 5.01
and+or+nand+nor                           28              28                 19.7
DFF                                       14              14                 35.1
AOI/OAI and AO/OA                         21              21                 16.0
[through the flow]
step	cell area, sq um	setup WS (ns)
floorplan	800	0.927
global placement	1180	0.262
detailed placement	1180	0.293
CTS	1240	0.520
global route	1240	0.405
finish	1240	0.524
[worst max-delay path, cell delays in order]
cell	delay [ns]
clkdlybuf4s50_1	0.54
nand4_4	0.16
nor4_1	0.37
xor2_1	0.12
o21a_1	0.18
[worst paths after layout]
path	from	endpoint	slack [ns]	cells after the start
setup reg to reg	ptr[0]	ptr[12]	0.76	5
hold reg to reg	ptr[8]	ptr[8]	0.61	2
hold / removal	ptr[8]	ptr[8]	0.61	2
setup / recovery	incr_ptr	ptr[12]	0.52	5
