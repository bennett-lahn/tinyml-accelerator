===== ./config.mk =====
export PLATFORM = sky130hd
export DESIGN_NAME = dense_layer_compute
export DESIGN_NICKNAME = dense_layer_compute
export VERILOG_FILES = /design/flow/design.v
export SDC_FILE = /design/flow/constraint.sdc
export NUM_CORES = 4
export LEC_CHECK = 1
export CORE_UTILIZATION = 50

===== ./constraint.sdc =====
current_design dense_layer_compute

set clk_period 13.4
set clk_io_pct 0.2

create_clock -name clk0 -period $clk_period [get_ports {clk}]

set non_clock_inputs [all_inputs -no_clocks]
set_input_delay [expr $clk_period * $clk_io_pct] -clock clk0 $non_clock_inputs
set_output_delay [expr $clk_period * $clk_io_pct] -clock clk0 [all_outputs]

===== ./design.v =====
  typedef logic signed [7:0]   int8_t;
  typedef logic signed [15:0] int16_t;
  typedef logic signed [31:0] int32_t;
  typedef logic [31:0] uint32_t;
module dense_layer_compute (
    input logic clk,
    input logic reset,
    input logic start_compute,
    input logic input_valid,
    input logic [$clog2(256+1)-1:0] input_size,     
    input logic [$clog2(64+1)-1:0] output_size,     
    output logic [$clog2(256)-1:0] tensor_ram_addr,
    output logic tensor_ram_re,
    input logic [7:0] tensor_ram_dout,
    output logic [$clog2(256*64)-1:0] weight_rom_addr,
    output logic weight_rom_re,
    input logic [7:0] weight_rom_dout,
    output logic [$clog2(64)-1:0] bias_rom_addr,
    output logic bias_rom_re,
    input logic [31:0] bias_rom_dout,
    output logic [31:0] output_data,
    output logic [$clog2(64)-1:0] output_channel,   
    output logic [$clog2(64)-1:0] output_addr,      
    output logic output_ready,                      
    output logic computation_complete              
);
    typedef enum logic [2:0] {
        IDLE = 3'b000,
        LOAD_BIAS = 3'b001,
        LOAD_DATA = 3'b010,
        COMPUTE_MAC = 3'b011,
        OUTPUT_READY = 3'b100,
        COMPLETE = 3'b101
    } dense_state_t;
    dense_state_t current_state, next_state;
    logic [$clog2(256)-1:0] input_idx;    
    logic [$clog2(64)-1:0] output_idx;    
    logic [$clog2(64)-1:0] addr_counter;   
    logic computation_done;               
    logic mac_load_bias;
    logic mac_enable;
    int32_t mac_bias_in;
    int8_t mac_left_in;
    int8_t mac_top_in;
    int32_t mac_sum_out;
    logic mac_reset;
    mac_unit mac_inst (
        .clk(clk),
        .reset(mac_reset),
        .enable(mac_enable),
        .load_bias(mac_load_bias),
        .bias_in(mac_bias_in),
        .left_in(mac_left_in),
        .top_in(mac_top_in),
        .sum_out(mac_sum_out)
    );
    always_comb begin
        tensor_ram_addr = input_idx;
        weight_rom_addr = output_idx * input_size[$clog2(256)-1:0] + input_idx;
        bias_rom_addr = output_idx;
    end
    always_comb begin
        tensor_ram_re = (current_state == LOAD_DATA);
        weight_rom_re = (current_state == LOAD_DATA);
        bias_rom_re = (current_state == LOAD_BIAS);
    end
    always_comb begin
        mac_left_in = int8_t'(tensor_ram_dout);
        mac_top_in = int8_t'(weight_rom_dout);
        mac_bias_in = int32_t'(bias_rom_dout);
        mac_reset = reset || 
                   (current_state == IDLE) || 
                   ((current_state == OUTPUT_READY) && (next_state == LOAD_BIAS)) ||
                   ((current_state == IDLE) && (next_state == LOAD_BIAS));
    end
    always_ff @(posedge clk) begin
        if (reset) begin
            current_state <= IDLE;
            input_idx <= 0;
            output_idx <= 0;
            addr_counter <= 0;
            computation_done <= 0;
        end else begin
            current_state <= next_state;
            case (current_state)
                IDLE: begin
                    if (start_compute && input_valid) begin
                        input_idx <= 0;
                        output_idx <= 0;
                        addr_counter <= 0;
                        computation_done <= 0;
                    end
                end
                LOAD_BIAS: begin
                    input_idx <= 0;
                end
                LOAD_DATA: begin
                end
                COMPUTE_MAC: begin
                    if (input_idx == input_size - 1) begin
                        input_idx <= 0;
                        if (output_idx == output_size - 1) begin
                            computation_done <= 1;
                        end
                    end else begin
                        input_idx <= input_idx + 1;
                    end
                end
                OUTPUT_READY: begin
                    if (output_idx < output_size - 1) begin
                        output_idx <= output_idx + 1;
                        addr_counter <= addr_counter + 1;
                    end
                end
                COMPLETE: begin
                    if (!start_compute) begin
                        computation_done <= 0;
                    end
                end
                default: begin
                    current_state <= IDLE;
                end
            endcase
        end
    end
    always_comb begin
        next_state = current_state;
        mac_load_bias = 0;  
        mac_enable = 0;     
        case (current_state)
            IDLE: begin
                if (start_compute && input_valid) begin
                    next_state = LOAD_BIAS;
                end
            end
            LOAD_BIAS: begin
                next_state = LOAD_DATA;
            end
            LOAD_DATA: begin
                next_state = COMPUTE_MAC;
                if (input_idx == 0) begin
                    mac_load_bias = 1;
                end
            end
            COMPUTE_MAC: begin
                mac_enable = 1;
                if (input_idx == input_size - 1) begin
                    next_state = OUTPUT_READY;
                end else begin
                    next_state = LOAD_DATA;
                end
            end
            OUTPUT_READY: begin
                if (output_idx == output_size - 1) begin
                    next_state = COMPLETE;
                end else begin
                    next_state = LOAD_BIAS;
                end
            end
            COMPLETE: begin
                if (!start_compute) begin
                    next_state = IDLE;
                end else begin
                    next_state = LOAD_BIAS;
                end
            end
            default: begin
                next_state = IDLE;
            end
        endcase
    end
    assign output_data = mac_sum_out;
    assign output_channel = output_idx;
    assign output_addr = addr_counter;
    assign output_ready = (current_state == OUTPUT_READY);
    assign computation_complete = (current_state == COMPLETE);
endmodule 
module mac_unit (
 	input  logic clk				   
    ,input  logic reset				   
    ,input  logic enable               
    ,input  logic load_bias            
    ,input  int32_t bias_in            
    ,input  int8_t left_in 	   
    ,input  int8_t top_in        
    ,output int32_t sum_out		       
);
	int16_t mult;  
	int32_t sum;							 
	int32_t accumulator;					 
    assign mult = left_in * top_in;
    assign sum = accumulator + int32_t'(mult);
    always_ff @(posedge clk) begin
    	if (reset) begin
    		accumulator <= 'b0;
    	end else begin
            if (load_bias) begin
                accumulator <= bias_in;
            end else if (enable) begin
                accumulator <= sum;
            end
        end
    end
    assign sum_out = accumulator;
endmodule 

===== ./run.sh =====
#!/bin/bash
# OpenROAD 26Q1-2900-gdf79404cd8, Yosys 0.63+post, stock flow scripts
make -C /OpenROAD-flow-scripts/flow DESIGN_CONFIG=/design/flow/config.mk WORK_HOME=/design/flow/orfs finish

==> results.sh <==
# implementation run metrics
export IMPL_critPathRequiredTime_ns=10.72
export IMPL_fmaxAchievable_ghz=0.0968
export IMPL_synthTopCellsByCount="166 x fa_1, 149 x inv_1, 114 x ha_1, 99 x nand2_1, 80 x nor2_1"
export IMPL_pwr_density_cell_nw_per_um2=153
export IMPL_min_period_over_period_pct=77.1
export IMPL_grt_max_degree=32
export IMPL_wl_met1_mm=12.1
export IMPL_routabilityCongestion=0.887
export IMPL_cp_slowest_cell="clkdlybuf4s50_1"
export IMPL_h_tree_depth=3
export IMPL_cp_end_kind="primary output"
export IMPL_cp_cell_sequence="clkdlybuf4s50_1 -> nand2_1 -> fa_1 -> inv_1 -> ha_1 -> inv_1 -> fa_1 -> fa_1 -> inv_1 -> ha_1 -> a21oi_1 -> nor2b_1 -> o211ai_1 -> nand2_1 -> a211o_1 -> o31a_1 -> xnor2_1 -> clkdlybuf4s50_1"
export IMPL_rows=52
export IMPL_antenna_cells=0
export IMPL_firstDrtPassIters=4
export IMPL_die_w_microns=146
export IMPL_rsz0062_at_grt="false"
export IMPL_final_hold_viol_count=0
export IMPL_worst_pin_slew_ns=0.774
export IMPL_finalCoreUtilization_pct=61.0
export IMPL_ys_seq_share_pct=11.1
export IMPL_reg2reg_depth=18
export IMPL_syn_to_final_growth_pct=18.9
export IMPL_async_flop_share_pct=0
export IMPL_min_period_ns=10.33
export IMPL_viasPerCell=5.37
export IMPL_met3RoutedLength_mm=2.10
export IMPL_cp_arrival_ns=7.65
export IMPL_edf_count=0
export IMPL_ys_cells=1160
export IMPL_vias=8337
export IMPL_holdPathStages=2
export IMPL_cts_sinks=58
export IMPL_finalSetupTns_ns=0
export IMPL_dp_hpwl_mm=20.1
export IMPL_syn_instance_count=1160
export IMPL_flop_cell="dfxtp_1"
export IMPL_maxCapViolCount=0
export IMPL_reg2reg_to="mac_inst.accumulator[25]"
export IMPL_fp_util_pct=51.3
export IMPL_fin_skew_ns=0.00827
export IMPL_fillers=1814
export IMPL_detail_route_wirelength_mm=25.2
export IMPL_timing_rr_start="mac_inst.accumulator[6]"
export IMPL_slew_headroom_pct=48.4
export IMPL_top_area_share_pct=31.9
export IMPL_wire_per_inst_microns=16.2
export IMPL_io_pins=145
export IMPL_cts_hold_buf=0
export IMPL_most_common_cell="fa_1"
export IMPL_crit_cells=18
export IMPL_drtIter0Drc=357
export IMPL_grt_usage_pct=26.6
export IMPL_hp_start="addr_counter[5]"
export IMPL_drc_errors=0
export IMPL_ys_types=64
export IMPL_grt_pass1_vias=8282
export IMPL_netlist_area_sq_um=10400
export IMPL_clkTransAtPathRegs_ns=0.05
export IMPL_met2_length_mm=10.8
export IMPL_rrSetupSlack_ns=7.66
export IMPL_maxSlewViolCount=0
export IMPL_synth_area_top_cells="fa_1 32%, ha_1 14%, dfxtp_1 11%"
export IMPL_hold_class="reg -> reg"
export IMPL_p_leak_nw=5.67
export IMPL_avgSynthCellArea_sq_um=8.98
export IMPL_clock_latency_ns=0.34
export IMPL_ant_nets=0
export IMPL_overflow=0
export IMPL_post_synth_top_area_cell="fa_1"
export IMPL_dieArea_sq_um=21400
export IMPL_setup_violations=0
export IMPL_top_layer_used="met4"
export IMPL_irDropWorstVdd_mv=0.212
export IMPL_cts_tree="yes"
export IMPL_io_buffer_count=144
export IMPL_numCtsBuffers=9
export IMPL_grt_pass1_wl_mm=42.8
export IMPL_cp_buffers_inverters=5
export IMPL_root_buffer="clkbuf_16"
export IMPL_cts_buffer_depth=2
export IMPL_critPathMaxFanout=12
export IMPL_path_delay_family="adder cells"
export IMPL_post_route_cell_area_sq_um=12400
export IMPL_antenna_found_initial=0
export IMPL_dieHeight_microns=146
export IMPL_yosysChipArea_sq_um=10400
export IMPL_post_cts_resized=0
export IMPL_place_area_sq_um=12100
export IMPL_drive_above_1_share_pct=2.96
export IMPL_cts_setup_buffers=0
export IMPL_run_status="finished, final reports clean"
export IMPL_coreArea_sq_um=20300
export IMPL_synth_warning_count=2
export IMPL_warnings=29
export IMPL_synth_flops=58
export IMPL_min_to="addr_counter[5]"
export IMPL_critPathKind="in -> out"
export IMPL_crit_path_start_kind="input pin"
export IMPL_cp_slowest_stage_delay_ns=0.76
worst min-delay path, cell delays in order (launching register included):
cell and delay [ns]:
dfxtp_1 0.32, o31ai_1 0.07, a21oi_1 0.06
state kept, by name, summed over array words and instances, names as in the netlist:
signal / cells
mac_inst.accumulator: 32
input_idx: 8
addr_counter: 6
current_state: 6
output_idx: 6
final cells by class:
type                    instances  area (sq um)  share of cell area [%]
flip-flops and latches         58          1160                    9.38
well taps                     270           338                    2.73
clock inverters                 5          77.6                   0.626
repair buffers                155          1520                    12.3
multi-input cells             904          8480                    68.5
clock buffers                  11           243                    1.96
inverters                     150           563                    4.55
worst max path at each step:
stage | start | end | slack [ns]
after global routing | input_size[2] | weight_rom_addr[13] | 2.77
final | input_size[2] | weight_rom_addr[13] | 3.07
after CTS | input_size[2] | weight_rom_addr[13] | 3.07
stage by stage:
| stage | cells | hold slack, ns | setup WS (ns) | total power, W |
|---|---|---|---|---|
| global placement | 1537 | 0.472 | 3.14 | 0.00162 |
| CTS | 1553 | 0.486 | 3.07 | 0.00190 |
| floorplan | 1160 | 0.439 | 4.32 | 0.00130 |
| global route | 1553 | 0.533 | 2.77 | 0.00212 |
| finish | 1553 | 0.489 | 3.07 | 0.00189 |
| detailed placement | 1537 | 0.471 | 3.07 | 0.00162 |
metal layers:
layer / vias up / GRT usage (%)
li1: 4089 / -
met1: 3974 / 43.7
met2: 260 / 37.2
met3: 14 / 9.17
met4: 0 / 1.98
met5: - / 0
power breakdown:
group          switching, W  internal (W)
registers        0.00000430      0.000175
logic              0.000856      0.000601
clock network     0.0000909      0.000167
placed cells by master (no fill, tap or decap), types with 8 or more instances in the layout:
cell / instances
and2_1: 62
nor3_1: 17
a21o_1: 15
a211oi_1: 28
or3_1: 11
clkbuf_16: 9
nand4_1: 14
o21ai_0: 34
nand2b_1: 9
ha_1: 114
clkdlybuf4s50_1: 144
mux2i_1: 18
nor2b_1: 8
xnor2_1: 33
inv_1: 149
buf_4: 11
and3_1: 10
o21a_1: 8
nor2_1: 80
dfxtp_1: 57
a21oi_1: 62
xor2_1: 24
fa_1: 166
nand2_1: 99
nand3_1: 15
cells by family (layout without fill, tap and decap cells):
logic type | after synthesis | after routing | share of synthesized area (%)
simple gates | 347 | 347 | 16.5
fa+ha+maj | 280 | 280 | 45.6
compound gates | 200 | 200 | 12.5
buf+inv | 198 | 321 | 7.44
flops | 58 | 58 | 11.1
xor+xnor | 57 | 57 | 4.79
mux | 20 | 20 | 1.95
Power is estimated from default activity; no workload was simulated.
