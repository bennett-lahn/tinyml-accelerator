<file path="flow/design.v">
  typedef logic signed [7:0]   int8_t;
  typedef logic signed [15:0] int16_t;
  typedef logic signed [31:0] int32_t;
  typedef logic [31:0] uint32_t;
module flatten_layer #(
    parameter INPUT_HEIGHT = 2,
    parameter INPUT_WIDTH = 2, 
    parameter INPUT_CHANNELS = 64,
    parameter CHUNK_SIZE = 16,   
    parameter TOTAL_CHUNKS = (INPUT_HEIGHT * INPUT_WIDTH * INPUT_CHANNELS) / CHUNK_SIZE,   
    parameter OUTPUT_SIZE = INPUT_HEIGHT * INPUT_WIDTH * INPUT_CHANNELS   
)(
    input logic clk,
    input logic reset,
    input logic start_flatten,
    input logic output_read_enable,   
    input logic [127:0] input_chunk,   
    input logic chunk_valid,   
    output int8_t output_data,
    output logic [$clog2(OUTPUT_SIZE)-1:0] output_addr,   
    output logic output_valid,
    output logic flatten_complete,
    output logic request_chunk,   
    output logic [$clog2(TOTAL_CHUNKS)-1:0] chunk_addr   
);
    int8_t chunk_buffer [0:CHUNK_SIZE-1];
    typedef enum logic [1:0] {
        IDLE = 2'b00,
        READ_CHUNK = 2'b01,
        OUTPUT_CHUNK = 2'b10,
        COMPLETE = 2'b11
    } flatten_state_t;
    flatten_state_t current_state, next_state;
    logic [$clog2(TOTAL_CHUNKS)-1:0] current_chunk_addr;
    logic [$clog2(CHUNK_SIZE)-1:0] pixel_index;   
    logic [$clog2(OUTPUT_SIZE)-1:0] total_pixel_addr;   
    always_ff @(posedge clk) begin
        if (reset) begin
            current_state <= IDLE;
            current_chunk_addr <= 0;
            pixel_index <= 0;
            total_pixel_addr <= 0;
            for (int i = 0; i < CHUNK_SIZE; i++) begin
                chunk_buffer[i] <= 0;
            end
        end else begin
            current_state <= next_state;
            case (current_state)
                IDLE: begin
                    if (start_flatten) begin
                        current_chunk_addr <= 0;
                        pixel_index <= 0;
                        total_pixel_addr <= 0;
                        for (int i = 0; i < CHUNK_SIZE; i++) begin
                            chunk_buffer[i] <= 0;
                        end
                    end
                end
                READ_CHUNK: begin
                    if (chunk_valid) begin
                        for (int i = 0; i < CHUNK_SIZE; i++) begin
                            chunk_buffer[i] <= int8_t'(input_chunk[i*8 +: 8]);
                        end
                        pixel_index <= 0;   
                    end
                end
                OUTPUT_CHUNK: begin
                    if (pixel_index < CHUNK_SIZE - 1) begin
                        pixel_index <= pixel_index + 1;
                        total_pixel_addr <= total_pixel_addr + 1;
                    end else if (pixel_index >= CHUNK_SIZE - 1) begin
                        pixel_index <= 0;
                        total_pixel_addr <= total_pixel_addr + 1;
                        if (current_chunk_addr < TOTAL_CHUNKS - 1) begin
                            current_chunk_addr <= current_chunk_addr + 1;
                        end
                    end
                end
                COMPLETE: begin
                    if (start_flatten) begin
                        current_chunk_addr <= 0;
                        pixel_index <= 0;
                        total_pixel_addr <= 0;
                    end
                end
            endcase
        end
    end
    always_comb begin
        next_state = current_state;
        case (current_state)
            IDLE: begin
                if (start_flatten) begin
                    next_state = READ_CHUNK;
                end
            end
            READ_CHUNK: begin
                if (chunk_valid) begin
                    next_state = OUTPUT_CHUNK;
                end
            end
            OUTPUT_CHUNK: begin
                if (pixel_index >= CHUNK_SIZE - 1) begin
                    if (current_chunk_addr >= TOTAL_CHUNKS - 1) begin
                        next_state = COMPLETE;
                    end else begin
                        next_state = READ_CHUNK;
                    end
                end
            end
            COMPLETE: begin
                if (start_flatten) begin
                    next_state = READ_CHUNK;
                end
            end
        endcase
    end
    assign output_data = chunk_buffer[pixel_index];
    assign output_addr = total_pixel_addr;
    assign output_valid = (current_state == OUTPUT_CHUNK);
    assign flatten_complete = (current_state == COMPLETE);
    assign request_chunk = (current_state == READ_CHUNK);
    assign chunk_addr = current_chunk_addr;
endmodule 
</file>
<file path="flow/constraint.sdc">
current_design flatten_layer

set clk_period 6.7
set clk_io_pct 0.2

create_clock -name clk0 -period $clk_period [get_ports {clk}]

set non_clock_inputs [all_inputs -no_clocks]
set_input_delay [expr $clk_period * $clk_io_pct] -clock clk0 $non_clock_inputs
set_output_delay [expr $clk_period * $clk_io_pct] -clock clk0 [all_outputs]
</file>
<file path="flow/run.sh">
#!/bin/bash
# OpenROAD 26Q1-2900-gdf79404cd8, Yosys 0.63+post, stock flow scripts
make -C /OpenROAD-flow-scripts/flow DESIGN_CONFIG=/design/flow/config.mk WORK_HOME=/design/flow/orfs finish
</file>
<file path="flow/config.mk">
export PLATFORM = sky130hd
export DESIGN_NAME = flatten_layer
export DESIGN_NICKNAME = flatten_layer
export VERILOG_FILES = /design/flow/design.v
export SDC_FILE = /design/flow/constraint.sdc
export NUM_CORES = 4
export LEC_CHECK = 1
export CORE_UTILIZATION = 50
</file>
==> load_flow_metrics.sql <==
-- implementation run metrics
INSERT INTO impl_metrics (metric_group, metric, value, unit) VALUES
('logic_synthesis', 'ys_cells', '720', ''),
('critical_path', 'worst_ep_required_time', '5.36', 'ns'),
('routing', 'first_pass_iteration_count_of_the_detailed_router', '6', ''),
('logic_synthesis', 'synth_warnings', '2', ''),
('layout', 'multiInputGateArea', '2960', 'sq um'),
('floorplanning', 'chip_area', '12900', 'sq um'),
('routing', 'routed_wirelength', '17900', 'um'),
('hold_path', 'hold_class', 'reg -> reg', ''),
('logic_synthesis', 'syn-cell-area', '6240', 'sq um'),
('floorplanning', 'floorplan.io_pins', '156', ''),
('clock_network', 'post_cts.resized_instances', '0', ''),
('sta', 'min_period', '4.60', 'ns'),
('floorplanning', 'die_width', '114', 'um'),
('layout', 'finish.instance_area', '8400', 'sq um'),
('floorplanning', 'rows', '40', ''),
('placed_design', 'numPortBuffers', '154', ''),
('sta', 'final-hold-violation-count', '0', ''),
('sta', 'hold_slack', '0.510', 'ns'),
('critical_path', 'worst_path_largest_cell_delay', '0.56', 'ns'),
('critical_path', 'critical_path_depth', '7', ''),
('sta', 'timing_max_transition_violations_final', '0', ''),
('floorplanning', 'core-area', '12100', 'sq um'),
('grt', 'grt_first_pass_wirelength', '28200', 'um'),
('logic_synthesis', 'post_synth_inst_count', '720', ''),
('grt', 'grt_pass1_vias', '5437', ''),
('critical_path', 'start_kind', 'flip-flop', ''),
('clock_network', 'postCtsSetupBuffers', '0', ''),
('sta', 'measured_slew_at_the_worst_slew_check_pin', '0.791', 'ns'),
('clock_network', 'ctsHtreeMaxLevel', '4', ''),
('clock_network', 'cts.root.buffer_cell', 'sky130_fd_sc_hd__clkbuf_16', ''),
('grt', 'grtUsageTotal', '0.288', ''),
('clock_network', 'cts_num_sinks', '148', ''),
('clock_network', 'cts_hold_buffers', '0', ''),
('critical_path', 'crit_chain', 'ha_1, buf_4, a222oi_1, a311oi_1, a221oi_1, a31oi_1, clkdlybuf4s50_1', ''),
('floorplanning', 'die_height', '114', 'um'),
('logic_synthesis', 'yosys_most_used_dff', 'sky130_fd_sc_hd__dfxtp_1', ''),
('floorplanning', 'initCoreUtil', '0.515', ''),
('routing', 'vias_per_cell', '5.87', ''),
('layout', 'ff_latch_area', '2960', 'sq um'),
('critical_path', 'crit_path_start', 'pixel_index[0]$_SDFFE_PP0P_', ''),
('logic_synthesis', 'asyncSetResetFlopFracSynth', '0', ''),
('logic_synthesis', 'synthesis.area_per_instance', '8.67', 'sq um'),
('run_status', 'status', 'finished, final reports clean', ''),
('routing', 'routed-via-count', '5956', ''),
('clock_network', 'clkTransAtPathRegs', '0.06', 'ns'),
('logic_synthesis', 'synth.yosys.seq_area_share', '0.475', ''),
('sta', 'layout_setup_ws', '2.10', 'ns'),
('power', 'leakage', '2.85', 'nW'),
('placed_design', 'gp_congestion', '0.901', ''),
('logic_synthesis', 'yosys_area', '6240', 'sq um'),
('placed_design', 'post-place-ws', '2.60', 'ns'),
('sta', 'rsz_0062_raised_after_global_routing', 'false', ''),
('clock_network', 'clockBufferDepth', '2', ''),
('routing', 'detail_route.iter0.violations', '660', ''),
('routing', 'antenna_violating_nets_left', '0', ''),
('placed_design', 'hpwlAfterDp', '11700', 'um'),
('power', 'irDropWorstVdd', '0.219', 'mV'),
('critical_path', 'timing.reg2reg.worst_path_depth', '6', ''),
('sta', 'clock_skew', '0.00357', 'ns'),
('grt', 'antenna_violations_before_repair', '1', ''),
('sta', 'slew_headroom', '0.472', ''),
('power', 'power-per-cell-area', '246', 'nW/um^2'),
('clock_network', 'tritoncts', 'built', ''),
('critical_path', 'worst_setup_path_end_kind', 'primary output', ''),
('critical_path', 'path_delay_family', 'AND-OR/OR-AND gates', ''),
('layout', 'share_of_cells_above_drive_strength_1', '0.0567', ''),
('sta', 'achievable-frequency', '217', 'MHz'),
('flow_run', 'warning_count', '30', ''),
('flow_run', 'max_cap_viol_count', '0', ''),
('logic_synthesis', 'synth_flops', '148', ''),
('sta', 'finalClockPeriodUsage', '0.687', '');
==> metrics by stage <==
stage | power, mW | cells | util
2_1_floorplan | 1.01 | 720 | -
6_report | 2.07 | 1015 | 0.694
3_3_place_gp | 1.11 | 983 | 0.643
5_1_grt | 2.13 | 1015 | 0.694
3_5_place_dp | 1.11 | 983 | 0.643
4_1_cts | 2.08 | 1015 | 0.694
==> per-layer routing <==
| metal | global-route usage | share of wire | up-vias |
|---|---|---|---|
| li1 | - | - | 2894 |
| met1 | 0.451 | 0.47 | 2824 |
| met2 | 0.426 | 0.44 | 220 |
| met3 | 0.0780 | 0.082 | 16 |
| met4 | 0.0368 | 0.012 | 2 |
| met5 | 0 | 0.00061 | - |
==> registers in the layout (all words and copies together) (netlist names) <==
signal              flops
current_chunk_addr      4
total_pixel_addr        8
chunk_buffer          128
pixel_index             4
current_state           4
==> cell usage after synthesis, drive strengths merged (2+ instances only) <==
master   number  area share
nand2        38       0.023
o21ai        20       0.016
o2111ai       4      0.0056
clkbuf       42       0.025
nor3          2      0.0016
a31oi         7      0.0070
a222oi       12       0.019
nand2b        7      0.0070
xor2          4      0.0056
or3           2      0.0020
dfxtp       148        0.47
a41oi         2      0.0028
nor3b         3      0.0044
nand4         4      0.0040
a221oi        9       0.013
nor2        153       0.092
a22oi       141        0.17
ha            6       0.012
buf          28       0.022
o22ai         5      0.0050
mux2i         3      0.0048
inv           8      0.0048
a311oi       10       0.014
nand3        18       0.014
xnor2         2      0.0028
o211ai        3      0.0036
a2111oi       2      0.0058
a21oi        18       0.014
nand3b        3      0.0036
and3          3      0.0030
==> tightest hold or removal path: cells and delay by family, from the launching register on <==
family,cells,cell delay [ns]
AOI/OAI and AO/OA,1,0.08
and+or+nand+nor,1,0.07
DFF,1,0.33
==> logic make-up after synthesis <==
family,after synthesis,share of synthesized area
AND-OR/OR-AND,241,0.287
buffers and inverters,79,0.0525
adder cells (fa/ha/maj),6,0.0120
XOR/XNOR,6,0.00842
multiplexers,3,0.00481
AND/OR/NAND/NOR,237,0.160
flip-flops,148,0.475
==> area by class of cell <==
type	count	share of cell area
clock buffers	23	0.0581
clock inverters	9	0.0149
inverters	9	0.00402
multi-input cells	493	0.353
flip-flops and latches	148	0.353
well taps	168	0.0250
repair buffers	165	0.193
==> worst min path at each step <==
stage | from | end | slack, ns | depth (start not counted)
global route | chunk_buffer[5][5]$_SDFFE_PP0P_ | chunk_buffer[5][5]$_SDFFE_PP0P_ | 0.53 | 2
CTS | chunk_buffer[11][6]$_SDFFE_PP0P_ | chunk_buffer[11][6]$_SDFFE_PP0P_ | 0.51 | 2
finish | chunk_buffer[8][4]$_SDFFE_PP0P_ | chunk_buffer[8][4]$_SDFFE_PP0P_ | 0.51 | 2
==> report_power, final <==
| part | switching (mW) | internal, mW | total [mW] |
|---|---|---|---|
| Sequential | 0.0125 | 0.898 | 0.910 |
| Combinational | 0.0892 | 0.0967 | 0.186 |
| Clock | 0.349 | 0.622 | 0.972 |
==> layout by cell type, fill, tap and decap left out, drive strengths merged, types with 9 or more instances in the layout <==
cell type and count:
nor2 153, clkdlybuf4s50 153, dfxtp 148, a22oi 141
nand2 38, clkbuf 23, o21ai 20, nand3 18
a21oi 18, a222oi 12, buf 12, a311oi 10
a221oi 9
Power figures rest on the tool's default switching activity, not on a simulated workload.
